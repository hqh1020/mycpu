==> ./design.v <==
`timescale 1ns / 1ps
module aludec(
	input wire[5:0] func,
	input wire[3:0] aluop,
	output reg[4:0] alucontrol
    );
	always @(*) begin
		case (aluop)
			4'b1000:
			case(func)
				6'b000000:alucontrol <= 5'b01000; 
				6'b100100:  alucontrol <= 5'b00000;  
				6'b100101:   alucontrol <= 5'b00001;   
				6'b100110:  alucontrol <= 5'b00010;  
				6'b100111:  alucontrol <= 5'b00011;  
				6'b100000:  alucontrol <= 5'b10000;  
				6'b100001: alucontrol <= 5'b10001; 
				6'b100010:  alucontrol <= 5'b10010;  
				6'b100011: alucontrol <= 5'b10011; 
				6'b101010:  alucontrol <= 5'b10100;  
				6'b101011: alucontrol <= 5'b10101; 
				6'b000000: alucontrol <= 5'b01000; 
				6'b000010: alucontrol <= 5'b01001; 
				6'b000011: alucontrol <= 5'b01010; 
				6'b000100: alucontrol <= 5'b01011; 
				6'b000110: alucontrol <= 5'b01100; 
				6'b000111: alucontrol <= 5'b01101; 
				6'b011000: alucontrol <= 5'b11000; 
				6'b011001: alucontrol <= 5'b11001; 
				6'b011010: alucontrol <= 5'b11010; 
				6'b011011: alucontrol <= 5'b11011; 
				6'b010000:alucontrol <= 5'b11100; 
				6'b010010:alucontrol <= 5'b11110; 
				6'b010001:alucontrol <= 5'b11101; 
				6'b010011:alucontrol <= 5'b11111; 
				default:  alucontrol <= 5'b00000;
			endcase
        4'b0000: alucontrol <= 5'b00000;
        4'b0001: alucontrol <= 5'b10001;
        4'b0110: alucontrol <= 5'b10100;
        4'b0111:alucontrol <= 5'b10100;
        4'b0011:  alucontrol <= 5'b00100;
        4'b0010:  alucontrol <= 5'b00001;
        4'b0100:  alucontrol <=  5'b10000;
        4'b0100: alucontrol <= 5'b10000;
        4'b0101:alucontrol <= 5'b10101;
        default:  alucontrol<=5'b00000;	
        endcase
	end
endmodule
==> ./run.sh <==
#!/bin/bash
# OpenROAD 26Q1-2900-gdf79404cd8, Yosys 0.63+post, stock flow scripts
make -C /OpenROAD-flow-scripts/flow DESIGN_CONFIG=/design/flow/config.mk WORK_HOME=/design/flow/orfs finish
==> ./config.mk <==
export PLATFORM = sky130hd
export DESIGN_NAME = aludec
export DESIGN_NICKNAME = aludec
export VERILOG_FILES = /design/flow/design.v
export SDC_FILE = /design/flow/constraint.sdc
export NUM_CORES = 4
export LEC_CHECK = 1
export CORE_AREA = 10 10 70 70
export DIE_AREA = 0 0 80 80
==> ./constraint.sdc <==
current_design aludec

set clk_period 1.8
set clk_io_pct 0.2

create_clock -name clk0 -period $clk_period

set non_clock_inputs [all_inputs -no_clocks]
set_input_delay [expr $clk_period * $clk_io_pct] -clock clk0 $non_clock_inputs
set_output_delay [expr $clk_period * $clk_io_pct] -clock clk0 [all_outputs]
==> flow_metrics.py <==
# Generated from Yosys and OpenROAD reports
metrics = {
    "run_status": {
        "outcome": "finished with violations",
        "violations": "negative setup slack",
    },
    "finish": {
        "logic_area_um2": 430,
        "filler_cell_count": 376,
        "seq_cells": 0,
        "nClkBuffers": 0,
        "area_delta_synth_final_pct": 131,
        "drive_gt1_frac": 0.728,
        "stdcell_area_um2": 795,
        "regArea_um2": 0,
    },
    "floorplan": {
        "fp_util": 0.101,
        "io_pins": 15,
        "die_h_um": 80,
        "core_mm2": 0.00342,
        "die_x_um": 80,
        "dieArea_mm2": 0.00640,
        "row_count": 21,
    },
    "timing": {
        "rsz0062_at_grt": "yes",
        "slew_headroom": 0.797,
        "setup_tns_ns": -0.492,
        "finalHoldViolations": 0,
        "fin_crit_ns": 2.08,
        "timing.fmax_mhz": 481,
        "slew_viol_final": 0,
        "finalSetupViolCount": 2,
        "worstMarginPinSlew_ns": 0.303,
        "period_used_share": 1.15,
        "fin_ws_ns": -0.278,
    },
    "power": {
        "seqPwrFrac": 0,
        "switching_share": 0.418,
        "power.switching_mw": 0.0594,
        "combPwrFrac": 1.000,
        "p_leak_nw": 0.350,
        "powerDensity_mw_per_mm2": 179,
        "peakVddDrop_uv": 74.7,
        "internal_power_mw": 0.0826,
        "pwr-share-clk": 0,
    },
    "setup_path": {
        "crit_chain": "buf_8, or4b_4, or4b_4, o311ai_4, buf_2",
        "crit_fanout": 3,
        "cp.arrival_ns": 1.72,
        "max_stage_delay_ns": 0.54,
        "path_class": "in2out",
        "crit_buf_inv": 2,
        "cp.required_ns": 1.44,
        "crit_slowest_cell": "or4b_4",
        "crit_end": "alucontrol[2]",
        "path_delay_family": "simple AND/OR/NAND/NOR gates",
        "crit_path_frequent_cell": "or4b_4",
        "cp.depth": 5,
        "end_kind": "output pin",
        "critical_path.startpoint": "aluop[2]",
        "critPathLaunchType": "input port",
    },
    "hold_path": {
        "min_from": "aluop[1]",
        "hp-class": "in2out",
    },
    "yosys": {
        "yosys-stat-area_um2": 344,
        "syn-cell-area_um2": 344,
        "yosys_warnings": 1,
        "netlist_top_cells_count": "ha_1 (4), nor3b_1 (4)",
        "yosysTopAreaCellShare": 0.145,
        "top_cells_by_area": "ha_1 (15%), nor3b_1 (8.7%), and2b_2 (7.6%)",
        "synthCells": 46,
        "synth_seq_share": 0,
        "avgSynthCellArea_um2": 7.48,
        "largest_area_cell": "ha_1",
        "yosys_cells": 46,
        "yosys.cell_types.count": 27,
    },
    "global_routing": {
        "grt_first_pass_wirelength_um": 2210,
        "grt_max_degree": 9,
        "grt_usage": 0.0399,
        "antenna_found_initial": 0,
        "grt_pass1_vias": 500,
        "overflow": 0,
    },
    "flow_run": {
        "warning_count": 38,
        "drv_cap": 0,
    },
    "detailed_routing": {
        "insertedDiodeCount": 0,
        "dr_total_vias": 493,
        "dr.pass1.iters": 2,
        "route.detailed.vias_per_inst": 3.88,
        "drtIter0Drc": 8,
        "drc": 0,
        "wl_per_cell_um": 10.5,
        "routed_wl_um": 1340,
        "ant_nets": 0,
    },
    "placed_design": {
        "io_buffers": 15,
        "place_hpwl_um": 1050,
        "gp_congestion": 0.776,
        "place_area_um2": 661,
    },
    "cts": {
        "hold_buffers": 0,
    },
}
[metal layers]
metal,track usage,part of all wire,up-vias
li1,-,-,248
met1,0.0567,0.50,234
met2,0.0634,0.43,11
met3,0.00909,0.065,0
met4,0,0,0
met5,0,0,-
[cell families (layout without fill, tap and decap cells)]
logic type,count (synthesis),in the layout,share of synthesized area
AOI/OAI and AO/OA,16,16,0.327
adders and majority gates,4,4,0.145
buffers and inverters,5,40,0.0763
and+or+nand+nor,21,21,0.451
[how the worst min path moves through the flow]
| stage | end | depth (start not counted) |
|---|---|---|
| CTS | alucontrol[4] | 4 |
| global route | alucontrol[4] | 4 |
| finish | alucontrol[4] | 4 |
[power groups by stage]
stage     registers [mW]  logic (mW)  clock network (mW)
4_1_cts                0       0.121                   0
6_report               0       0.142                   0
5_1_grt                0       0.156                   0
[cell type report]
type	instances	area share
inverter	3	0.0173
multi-input combinational	41	0.542
tap	46	0.0724
timing repair buffer	37	0.369
[what timing repair did]
| action | 4_1_cts | 5_1_grt |
|---|---|---|
| endpoints found under the setup margin | 5 | 5 |
| buffers inserted | 2 | 5 |
| resized | 65 | 22 |
| pin swaps | 7 | 9 |
[cell usage in the layout, fill, tap and decap left out, types with 2 or more instances in the layout]
cell type	netlist	routed
buf_4	2	17
buf_6	0	8
buf_2	0	8
or4b_4	1	4
and2b_2	3	3
nor3_2	0	2
a21oi_1	3	2
nand2_1	2	2
nor3b_1	4	2
o21ai_0	3	2
nand3b_1	2	2
ha_4	0	2
clkbuf_2	0	2
[worst min-delay path, stage by stage]
cell     delay (ns)
buf_2          0.09
buf_4          0.11
o41ai_2        0.06
buf_2          0.10
[stage by stage]
step	setup slack, ns	total power [mW]	hold slack (ns)	cells	utilization
5_1_grt	-0.306	0.156	1.12	127	0.233
6_report	-0.278	0.142	1.08	127	0.233
3_3_place_gp	-1.06	0.112	1.80	121	0.193
3_5_place_dp	-1.08	0.114	1.82	121	0.193
4_1_cts	-0.321	0.121	1.09	122	0.208
2_1_floorplan	-0.000421	0.0408	0.736	46	-
Power and IR drop assume default switching activity.
