===== flow/run.sh =====
#!/bin/bash
# OpenROAD 26Q1-2900-gdf79404cd8, Yosys 0.63+post, stock flow scripts
make -C /OpenROAD-flow-scripts/flow DESIGN_CONFIG=/design/flow/config.mk WORK_HOME=/design/flow/orfs finish

===== flow/constraint.sdc =====
current_design flopenr

set clk_period 1.1
set clk_io_pct 0.2

create_clock -name clk0 -period $clk_period [get_ports {clk}]

set non_clock_inputs [all_inputs -no_clocks]
set_input_delay [expr $clk_period * $clk_io_pct] -clock clk0 $non_clock_inputs
set_output_delay [expr $clk_period * $clk_io_pct] -clock clk0 [all_outputs]

===== flow/config.mk =====
export PLATFORM = sky130hd
export DESIGN_NAME = flopenr
export DESIGN_NICKNAME = flopenr
export VERILOG_FILES = /design/flow/design.v
export SDC_FILE = /design/flow/constraint.sdc
export NUM_CORES = 4
export LEC_CHECK = 1
export CORE_AREA = 10 10 70 70
export DIE_AREA = 0 0 80 80

===== flow/design.v =====
`timescale 1ns / 1ps
module flopenr #(parameter WIDTH = 8)(
	input wire clk,rst,enable,
	input wire[WIDTH-1:0] d,
	output reg[WIDTH-1:0] q
    );
	always @(posedge clk) begin
		if(rst) begin
			q <= 0;
		end else if(enable) begin
			q <= d;
		end
	end
endmodule

==> flow_summary.toml <==
# synthesis and place-and-route metrics
[synthesis]
yosys.area.top_type = "dfxtp_1"
yosysCellCount = 26
yosysWarnings = 1
yosys_area_um2 = 285
netlist_instances = 26
topCellsByArea = "dfxtp_1 56%, mux2i_1 28%, nor2_1 11%, buf_6 3.9%, buf_1 1.3%"
yosysTopAreaCellShare = 0.561
ys.flops = 8
syn_avg_cell_area_um2 = 11.0
synth_cell_types = 5
synth_seq_share = 0.561
netlist_area_um2 = 285

[placed_design]
dp_cells = 89
pre_cts_slack_ps = -144
gp_congestion = 0.664
io_buffers = 18

[global_route]
grt_start_max_net_pins = 9
grt_pass1_wl_um = 1320
grt.overflow.total = 0
grt.total_usage = 0.0258
antenna_found_initial = 0
grt_pass1_vias = 297

[clock_network]
cts_buffer_depth = 2
clock-root-buffer = "clkbuf_4"
clk_pin_slew_worst_paths_ps = 50
cts_tree = "done"
clkLatencyLatePin_ps = 240
clock-sinks = 8
htree_num_levels = 1
numCtsBuffers = 3

[power]
leakage_nw = 0.251
peakVddDrop_uv = 214
power.density_nw_per_um2 = 1140

[setup_path]
crit_buf_inv = 1
cp-start-kind = "flop"
crit_required_ps = 880
crit_path_cell_trace = "dlygate4sd2_1"
cp_max_fo = 2
worst_setup_path_end_kind = "output pin"
crit_type = "flop to output pin"
crit_family = "flip-flops"
cp_slowest_cell = "dfxtp_2"
crit_arrival_ps = 790
crit_path_max_incr_delay_ps = 320

[sta]
max_freq_mhz = 992
finalCriticalPeriod_ps = 1010
slew_headroom = 0.777
setup_viol = 0
fin_worst_skew_ps = 0
whs_ps = 482
period_used_share = 0.916
hold_violations = 0
tightest_slew_ps = 333
rsz0062_at_grt = "false"
slew_viol_final = 0
layout_setup_ws_ps = 92.1

[floorplanning]
ios = 19
die_area_um2 = 6400
die_h_um = 80
rows = 21
fp_util = 0.0835
coreArea_um2 = 3420
chipWidth_um = 80

[route]
routed_via_density = 2.64
drc = 0
dr_total_vias = 243
drtAntennaViolNets = 0
wl_um = 867
wl_per_cell_um = 9.42
antennaDiodeCount = 0
drtIter0Drc = 8
firstDrtPassIters = 2

[cells_and_area]
max_flop_register = "q"
layout.cells.non_filler = 92
reg.largest.list = "q (8)"
syn2layout_area_growth_pct = 93.0
postLayoutCoreUtil = 0.161
largest_reg_flops = 8
drive_gt1_frac = 0.261

[hold_path]
hold_path_class = "flop to flop"

[run]
warnings = 25
cap_viol_max_count = 0

[status]
status = "finished, final reports clean"
==> where the power goes <==
part	total, W	internal (W)	leakage (nW)	switching (W)
clock	0.000206	0.000124	0.0138	0.0000821
combinational	0.0000999	0.0000702	0.168	0.0000298
sequential	0.000320	0.000311	0.0689	0.00000817
total	0.000625	0.000505	0.251	0.000120
==> final cells by class <==
| cell class | instances | area, um^2 |
|---|---|---|
| Timing Repair Buffer | 19 | 190 |
| Clock buffer | 3 | 22.5 |
| Fill cell | 390 | 2870 |
| Tap cell | 46 | 57.6 |
| Multi-Input combinational cell | 16 | 110 |
| Sequential cell | 8 | 170 |
==> metrics by stage <==
stage                     cell area [um^2]  total power (W)  TNS (ps)
after global placement                 528         0.000434      -973
final                                  551         0.000625         0
after floorplan                        285         0.000353         0
after CTS                              551         0.000640         0
after global routing                   551         0.000665         0
after detailed placement               528         0.000435     -1060
==> Yosys cell counts (all sizes together) <==
| cell type | n |
|---|---|
| buf | 2 |
| mux2i | 8 |
| dfxtp | 8 |
| nor2 | 8 |
==> path summary, 6_finish.rpt <==
check,start,endpoint,slack (ps),depth (start not counted)
hold / removal,q[5]$_SDFFE_PP0P_,q[5]$_SDFFE_PP0P_,480,2
setup reg to reg,q[6]$_SDFFE_PP0P_,q[6]$_SDFFE_PP0P_,480,2
hold reg to reg,q[5]$_SDFFE_PP0P_,q[5]$_SDFFE_PP0P_,480,2
setup / recovery,q[1]$_SDFFE_PP0P_,q[1],90,1
==> logic make-up (layout without fill, tap and decap cells) <==
kind of cell | count (synthesis) | after routing | share of synthesized area
flip-flops | 8 | 8 | 0.561
buffers and inverters | 2 | 22 | 0.0526
multiplexers | 8 | 8 | 0.281
AND/OR/NAND/NOR | 8 | 8 | 0.105
==> what timing repair did <==
item	4_1_cts	5_1_grt
buffers inserted	0	0
hold buffers	0	0
resized	16	0
setup endpoints to repair	8	0
==> per-layer routing <==
| layer | global-route usage | wire length, um |
|---|---|---|
| met1 | 0.0180 | 247 |
| met2 | 0.0554 | 562 |
| met3 | 0.0125 | 51 |
| met4 | 0.00704 | 5 |
| met5 | 0 | 0 |
==> cell usage in the layout (no fill, tap or decap), drive strengths merged <==
| cell type | instances |
|---|---|
| dfxtp | 8 |
| clkbuf | 3 |
| clkdlybuf4s50 | 10 |
| buf | 1 |
| mux2i | 8 |
| nor2 | 8 |
| dlygate4sd2 | 8 |
Power figures rest on the tool's default switching activity, not on a simulated workload.
